==> design/flow/design.v <==
`timescale 1ns / 1ps
module alu #( parameter N =8)
    (
    output reg [N -1:0] out ,
    input [N -1:0] in0 ,
    input [N -1:0] in1 ,
    input [3:0] op
    );
    parameter ADD =0;
    parameter SUB =1;
    parameter AND =2;
    parameter OR =3;
    parameter XOR =4;
    always @*
    begin
        case (op)
            ADD: out = in0 + in1 ;
            SUB: out = in0 - in1 ;
            AND: out = in0 & in1 ;
            OR: out = in0 | in1 ;
            XOR: out = in0 ^ in1 ;
            default : out = in0 ;
        endcase
    end
endmodule
`timescale 1ns / 1ps
module register #(parameter N=1)
    (
    input clk, rst, en,
    input [N-1:0] D,
    output reg [N-1:0] Q
    );
    always @(posedge clk, posedge rst)
    begin
        if (rst==1)
            Q <= 0 ;
        else if (en==1)
            Q <= D ;
    end
endmodule
`timescale 1ns / 1ps
module top_lab9(
    input btnU, btnD, btnC, clk,
    input [11:0]sw,
    output [15:0]led
);
    wire [7:0]reg1_out, reg2_out, alu_out;
    register #(.N(8)) reg1(.clk(clk), .rst(btnC), .en(btnD), .D(sw[7:0]), .Q(reg1_out));
    alu #(.N(8)) a(.in0(sw[7:0]), .in1(reg1_out), .op(sw[11:8]), .out(alu_out));
    register #(.N(8)) reg2(.clk(clk), .rst(btnC), .en(btnU), .D(alu_out), .Q(reg2_out));
    assign led [7:0] = reg1_out; 
    assign led [15:8] = reg2_out;
endmodule
==> design/flow/run.sh <==
#!/bin/bash
# OpenROAD 26Q1-2900-gdf79404cd8, Yosys 0.63+post, stock flow scripts
make -C /OpenROAD-flow-scripts/flow DESIGN_CONFIG=/design/flow/config.mk WORK_HOME=/design/flow/orfs finish
==> design/flow/config.mk <==
export PLATFORM = sky130hd
export DESIGN_NAME = top_lab9
export DESIGN_NICKNAME = top_lab9
export VERILOG_FILES = /design/flow/design.v
export SDC_FILE = /design/flow/constraint.sdc
export NUM_CORES = 4
export LEC_CHECK = 1
export CORE_UTILIZATION = 30
==> design/flow/constraint.sdc <==
current_design top_lab9

set clk_period 6.6
set clk_io_pct 0.2

create_clock -name clk0 -period $clk_period [get_ports {clk}]

set non_clock_inputs [all_inputs -no_clocks]
set_input_delay [expr $clk_period * $clk_io_pct] -clock clk0 $non_clock_inputs
set_output_delay [expr $clk_period * $clk_io_pct] -clock clk0 [all_outputs]
==> results.cfg <==
; physical design summary
[yosys]
yosys_warnings = 2
avgSynthCellArea_um2 = 8.25
synth_area_mm2 = 0.00163
synth_top_area_share_pct = 24.5
synth_flops = 16
topCellsByArea = dfrtp_1 25%, ha_1 18%, o21ai_0 6.7%
synth.distinct_cells = 35
synthCells = 198
yosysTopAreaCell = dfrtp_1
postSynthSeqShare_pct = 24.5
ys_cells = 198
ys_area_mm2 = 0.00163

[floorplanning]
die_w_um = 75.8
dieArea_mm2 = 0.00575
ios = 32
coreArea_mm2 = 0.00517
fp.dieH_um = 75.8
rows = 26
fp_util_pct = 31.6

[timing]
rsz0062_at_grt = no
fmax_mhz = 240
finalCritPeriodShare_pct = 63.1
worst_pin_slew_ns = 0.708
whs_ns = 0.493
maxSlewViolCount = 0
relSlewSlack_pct = 52.6
period_minus_slack_ns = 4.16
worst_slack_ns = 2.44
hold_viol_final = 0
skew_ns = 0.00478
setup_viol = 0
tns_ns = 0

[setup_path]
crit_required_ns = 6.76
startpoint_type = primary input
crit_fanout = 20
worstSetupPathType = primary input to register
cp.arrival_ns = 4.33
cp-end-kind = register

[status]
outcome = finished clean

[global_routing]
grt_usage_pct = 15.9
grt_max_degree = 21
use_met2_pct = 25.5
overflow = 0
antenna_found_initial = 0
grt_busiest_layer = met2
grt_pass1_vias = 1318
grt_pass1_wl_mm = 6.78
grt_use_met3_pct = 2.01
met1_usage_pct = 24.0

[clock_tree]
cts.sink_count = 16
post-cts-setup-buffers = 0
clk_path_buf_depth = 2
root_buffer = clkbuf_8
path_clk_slew_ns = 0.07
cts_tree = built
clk_latency_ns = 0.25
cts_hold_buf = 0
cts_buffers = 3
cts_resized = 0
htree_num_levels = 1

[route]
antenna_cells = 0
postRouteWirelength_mm = 4.09
drtAntennaViolNets = 0
initialDrtViolationCount = 85
remaining_drc_errors = 0
routedWlPerCell_um = 14.0
via_per_inst = 4.92
vias = 1442
dr.pass1.iters = 4

[power_and_ir_drop]
internal_power_w = 0.000238
pwr-share-seq_pct = 33.5
switching_share_pct = 34.1
leakage_nw = 0.876
p_clk_share_pct = 25.3
switchingPower_w = 0.000123
ir_worst_vdd_mv = 0.104
combPwrFrac_pct = 41.2
total_power_w = 0.000361
powerDensity_mw_per_mm2 = 178

[cells_and_area]
area_growth_pct = 24.2
fillers = 524
drive_above_1_share_pct = 4.04
comb_area_mm2 = 0.00109
regArea_um2 = 400
utilization_pct = 39.2

[place]
gp_congestion = 0.888
pre_cts_ws_ns = 2.17
port_buffers = 31
post-dp-hpwl_mm = 3.03

[flow_run]
warning_count = 34
max-cap-violations = 0

[worst_hold_path]
holdCritPathClass = register to register
==> Yosys cell counts <==
| library cell | n |
|---|---|
| fa_1 | 1 |
| nor4_1 | 2 |
| nand2_1 | 14 |
| a21oi_1 | 15 |
| mux2i_1 | 2 |
| o2111ai_1 | 1 |
| xnor2_1 | 11 |
| nand2b_1 | 2 |
| nor4_4 | 1 |
| o221ai_1 | 3 |
| and2_4 | 1 |
| nor2_1 | 15 |
| o211ai_1 | 2 |
| a31oi_1 | 5 |
| a311oi_1 | 2 |
| a21o_1 | 2 |
| buf_2 | 4 |
| or2_1 | 1 |
| nor2b_1 | 8 |
| o21ai_0 | 22 |
| o21bai_1 | 1 |
| nor3_4 | 1 |
| a221oi_1 | 1 |
| buf_6 | 2 |
| o221ai_2 | 1 |
| xor2_1 | 2 |
| a41o_1 | 1 |
| a41oi_2 | 1 |
| clkbuf_1 | 4 |
| inv_1 | 24 |
| a211oi_1 | 3 |
| ha_1 | 24 |
| nand4_1 | 1 |
| dfrtp_1 | 16 |
| nand3_1 | 2 |
==> metrics by stage <==
| stage | std cells | cell area [um^2] |
|---|---|---|
| 6_report | 293 | 2030 |
| 5_1_grt | 293 | 2030 |
| 4_1_cts | 293 | 2030 |
| 3_5_place_dp | 289 | 1970 |
| 3_3_place_gp | 289 | 1970 |
| 2_1_floorplan | 198 | 1630 |
==> metal layers <==
layer	wire (um)	part of all wire, %	vias to the layer above
li1	-	-	736
met1	1990	49	660
met2	1830	45	41
met3	208	5.1	5
met4	61	1.5	0
met5	0	0	-
==> sequential cells by signal, summed over array words and instances, names as in the netlist <==
signal	count
reg1.Q	8
reg2.Q	8
==> cells by family (layout without fill, tap and decap cells) <==
group                    Yosys count  count (layout)  share of synthesized area [%]
AND-OR/OR-AND                     60              60                           23.2
XOR/XNOR                          13              13                           6.97
adder cells (fa/ha/maj)           25              25                           19.6
buffers and inverters             34              59                           9.04
flip-flops                        16              16                           24.5
multiplexers                       2               2                           1.23
AND/OR/NAND/NOR                   48              48                           15.5
==> cells in the final DEF (no fill, tap or decap) <==
cell type / instances
a211oi_1: 3
a21o_1: 2
a21oi_1: 15
a221oi_1: 1
a311oi_1: 2
a31oi_1: 5
a41o_1: 1
a41oi_2: 1
and2_4: 1
clkbuf_8: 4
clkdlybuf4s50_1: 31
dfrtp_1: 16
fa_1: 1
ha_1: 24
inv_1: 24
mux2i_1: 2
nand2_1: 14
nand2b_1: 2
nand3_1: 2
nand4_1: 1
nor2_1: 15
nor2b_1: 8
nor3_4: 1
nor4_1: 2
nor4_4: 1
o2111ai_1: 1
o211ai_1: 2
o21ai_0: 22
o21bai_1: 1
o221ai_1: 3
o221ai_2: 1
or2_1: 1
xnor2_1: 11
xor2_1: 2
==> power groups by stage <==
stage | registers (W) | logic, W | clock network (W)
4_1_cts | 0.000121 | 0.000149 | 0.0000945
5_1_grt | 0.000123 | 0.000168 | 0.0000967
6_report | 0.000121 | 0.000148 | 0.0000913
==> critical path, stage by stage <==
cell and delay, ns:
clkdlybuf4s50_1 0.78, nor3_4 0.40, and2_4 0.24, mux2i_1 0.12, fa_1 0.45, a21oi_1 0.22
o21ai_0 0.12, a21oi_1 0.21, xnor2_1 0.14, a21oi_1 0.08, a311oi_1 0.24
==> worst paths after layout <==
| kind | from | end | slack, ns | cells past startpoint |
|---|---|---|---|---|
| max | sw[10] | reg2.Q[6] | 2.44 | 11 |
| min | reg2.Q[3] | reg2.Q[3] | 0.49 | 2 |
| max reg2reg | reg1.Q[0] | reg2.Q[6] | 4.00 | 11 |
| min reg2reg | reg2.Q[3] | reg2.Q[3] | 0.49 | 2 |
| max in group asynchronous | btnC | reg1.Q[1] | 4.69 | 2 |
| min in group asynchronous | btnC | reg1.Q[5] | 1.47 | 2 |
==> layout make-up <==
class | count | area share, %
Tap cell | 70 | 4.32
Inverter | 24 | 4.44
Multi-Input combinational cell | 148 | 53.5
Clock buffer | 4 | 2.71
Sequential cell | 16 | 19.7
Timing Repair Buffer | 31 | 15.3
Power figures rest on the tool's default switching activity, not on a simulated workload.
